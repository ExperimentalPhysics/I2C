--- /design/flow/run.sh ---
#!/bin/bash
# OpenROAD 26Q1-2900-gdf79404cd8, Yosys 0.63+post, stock flow scripts
make -C /OpenROAD-flow-scripts/flow DESIGN_CONFIG=/design/flow/config.mk WORK_HOME=/design/flow/orfs finish
--- /design/flow/constraint.sdc ---
current_design I2C_master

set clk_period 5.1
set clk_io_pct 0.2

create_clock -name clk0 -period $clk_period [get_ports {clk}]

set non_clock_inputs [all_inputs -no_clocks]
set_input_delay [expr $clk_period * $clk_io_pct] -clock clk0 $non_clock_inputs
set_output_delay [expr $clk_period * $clk_io_pct] -clock clk0 [all_outputs]
--- /design/flow/config.mk ---
export PLATFORM = sky130hd
export DESIGN_NAME = I2C_master
export DESIGN_NICKNAME = I2C_master
export VERILOG_FILES = /design/flow/design.v
export SDC_FILE = /design/flow/constraint.sdc
export NUM_CORES = 4
export LEC_CHECK = 1
export CORE_UTILIZATION = 30
--- /design/flow/design.v ---
module I2C_master
( 
  input   wire                clk,
  input   wire                rst_n,
  input   wire                valid,
  input   wire      [6:0]     id,
  input   wire      [7:0]     data,
  output  reg                 scl,
  output  reg                 sda
);
reg                           valid_i2c;
integer                       cnt;
integer                       cnt_cnt;
integer                       cnt_data;
always @(posedge clk)
  begin
    if (rst_n)
      begin
        scl       <= 1'b1;
        sda       <= 1'b1;
        valid_i2c <= 1'b0;
        cnt_cnt   <= 0;
        cnt_data  <= 0;
        cnt       <= 0;
      end
    if (valid && cnt == 0)
      valid_i2c <= 1'b1;
    if (valid_i2c && cnt == 2)
      scl <= ~scl;
    if (valid_i2c && cnt < 2)
      begin
        sda <= 1'b0;
        cnt <= cnt + 1;
        if (sda == 1'b0 && cnt == 1)
          begin
            scl       <= 1'b0;
            cnt       <= cnt + 1;
          end
      end
    if (valid_i2c && cnt == 2)
      begin
        if (cnt_cnt == 0 && scl == 1'b1)
          begin
            sda <= id [cnt_data];
            if (cnt_data < 6)
              cnt_data  <= cnt_data + 1;
            else 
              begin
                cnt_data <= 0;
                cnt_cnt <= cnt_cnt + 1;
              end
          end 
        if (cnt_cnt == 1 && scl == 1'b1)
          begin
            sda <= data [cnt_data];
            if (cnt_data < 7)
              cnt_data  <= cnt_data + 1;
            else 
              begin
                cnt_data <= 0;
                cnt_cnt <= 2;
                cnt       <= cnt + 1;
              end
          end
      end
    if (valid_i2c && cnt == 3)
        begin
          scl     <= 1'b1; 
          valid_i2c <= 1'b0;
          sda       <= 1'b0;
          cnt       <= 4;
        end
    if (valid_i2c == 1'b0 && scl == 1'b1 && cnt == 4)
      sda <= 1'b1;
  end
endmodule
==> GITHUB_STEP_SUMMARY <==
## PnR job results

| Metric | Value |
|---|---|
| CP Launch Point | cnt_data[13] |
| Final Max Slew Viols | 0 |
| GPL Wtd Cong | 0.895 |
| Num CTS Buffers | 9 |
| Most used logic cell in the final layout | dfxtp_1 |
| Vias per cell | 5.50 |
| N_diodes | 0 |
| Hold WS | between 0.4 and 0.5 ns |
| Worst path arrival time | 3.20 ns |
| Grt ovf | 0 |
| Max-Cap Viols | 0 |
| CTS Buffer Depth | 2 |
| Worst-path cell chain | or4_1 -> nor4_4 -> o2111ai_2 -> nand3_2 -> buf_4 -> nand2_2 -> a221o_1 |
| Leakage | around 2.2 nW |
| Seq/Total Area, Yosys | between 30% and 40% |
| Ys async rst share | 0% |
| All-layer global routing usage | 15.5% |
| Final Skew | 0.0103 ns |
| Top cells by area | dfxtp_1 37%, a221o_1 4.9%, a21oi_1 3.9% |
| CP Class | reg2reg |
| Status | finished clean |
| Synth area leader | dfxtp_1 |
| Avg Cell Area, Syn | 8.46 µm² |
| DP HPWL | a little over 9000 µm |
| Die width | 136 µm |
| CTS Root Buffer Type | clkbuf_16 |
| First-pass GRT wire length | 22200 µm |
| Final core occ | between 30% and 40% |
| Crit path DRT | 5.33 ns |
| Post-CTS Hold Buffers | 0 |
| Synth flops | 99 |
| Die Area | between 0.015 and 0.02 mm² |
| Mapped Cells | between 600 and 700 |
| Drc violations | 0 |
| Clk latency late pin | 0.35 ns |
| Hold_sp | cnt_cnt[7] |
| Ys Warns | 1 |
| Fp_density | a little under a third |
| Routed length per instance | 15.6 µm |
| Critical path endpoint category | flip-flop |
| CTS resizes | 0 |
| Setup violators final | 0 |
| Ys flop type | dfxtp_1 |
| Top cells excl fill/tap | 99 x dfxtp_1, 56 x nand2_1, 42 x nor2_1, 42 x a21oi_1 |
| Worst slew pin tran | 0.711 ns |
| Via count | 4738 |
| Post-synth area from yosys stat | roughly 0.0054 mm² |
| Stage-log warning count | 30 |
| Row count | 48 |
| Final setup TNS | 0 ns |
| Chip Height | 136 µm |
| Detailed Route WL | about 13000 µm |
| Max VDD drop | approximately 0.00022 V |
| Worst slew margin | 52.6% |
| Slowest CP cell | or4_1 |
| Fin crit share | around three fifths |
| Initial antenna violation count | 0 |
| Startpoint types | flip-flop |
| Number of enable flip-flop cells | 0 |
| Buffers added on ports | 19 |
| Cell Area, Synth | 0.00536 mm² |
| Largest net degree at the start of global routing | 35 |
| Area leader share | 36.9% |
| Post-layout min period | 2.96 ns |
| # fillers | 1718 |
| Fraction of layout cells with a size suffix above 1 | around 7.5% |
| Vias in the first global route | between 4000 and 5000 |
| Worst path bufs/invs | 1 |
| Post-route ant nets | 0 |
| I/O pin count | 20 |
| Cells in synth_stat.txt | 634 |
| RSZ-0062 raised after global routing | false |
| Core Box Area | roughly 0.017 mm² |
| Delay-heaviest family, CP | simple AND/OR/NAND/NOR gates |
| CTS H-tree lvls | 3 |
| Power per cell area | about 360 mW/mm² |
| Origin of the critical flop-to-flop path | cnt_data[13] |
| Initial DRC count | 289 |
| Distinct lib cells | 69 |
| CTS clk-pin slew, worst paths | approximately 0.07 ns |
| CTS sink cnt | 99 |
| Hold Path Class | reg2reg |
| Highest Clock Rate | 337 MHz |
| CP max FO | 34 |
| Post-CTS Setup Inserts | 0 |
| Router iterations before antenna repair | 6 |
| Final hold viol count | 0 |
| CTS tree | built |
| CP peak stage delay | 0.59 ns |
| Area grow syn2layout | 12.2% |
-- per-layer routing --
metal | track usage, % | routed length, µm
met3 | 3.02 | 702
met4 | 2.75 | 234
met2 | 21.3 | 5540
met1 | 25.3 | 7020
met5 | 0 | 0
-- sequential cells by signal, summed over array words and instances, names as in the netlist --
name / cells
valid_i2c: 1
scl: 1
cnt: 32
cnt_data: 32
cnt_cnt: 32
sda: 1
-- path summary, 6_finish.rpt --
kind / to / slack (ns) / cells after the start
max: cnt[16] / 2.14 / 7
min: cnt_cnt[7] / 0.46 / 1
max reg2reg: cnt[16] / 2.14 / 7
min reg2reg: cnt_cnt[7] / 0.46 / 1
-- kinds of logic after synthesis --
| group | Yosys count | share of synthesized area (%) |
|---|---|---|
| AND/OR/NAND/NOR | 288 | 29.9 |
| multiplexers | 11 | 2.80 |
| buffers and inverters | 62 | 5.11 |
| flip-flops | 99 | 36.9 |
| XOR/XNOR | 6 | 0.980 |
| adder cells (fa/ha/maj) | 8 | 1.87 |
| AND-OR/OR-AND | 160 | 22.4 |
-- per-stage QoR --
stage | setup slack [ns] | std cells | cell area (µm²) | total power [W]
finish | 2.14 | 862 | 6020 | 0.00216
global route | 1.93 | 862 | 6020 | 0.00228
CTS | 2.14 | 862 | 6020 | 0.00218
detailed placement | 2.15 | 847 | 5730 | 0.00151
global placement | 2.19 | 847 | 5730 | 0.00151
floorplan | 2.89 | 634 | 5360 | 0.00131
-- where the power goes --
part | switching (W) | internal [W] | leakage, nW | total (W)
Sequential | 0.0000577 | 0.000805 | 0.799 | 0.000862
Combinational | 0.000423 | 0.000210 | 1.24 | 0.000634
Clock | 0.000327 | 0.000340 | 0.133 | 0.000667
-- cells in the mapped netlist (all sizes together) (6+ instances only) --
| master | n |
|---|---|
| a211oi | 10 |
| a21o | 6 |
| a21oi | 42 |
| a221o | 26 |
| a31oi | 6 |
| and2 | 31 |
| and3 | 16 |
| and4 | 13 |
| buf | 20 |
| clkbuf | 20 |
| dfxtp | 99 |
| ha | 8 |
| inv | 22 |
| mux2i | 6 |
| nand2 | 57 |
| nand3 | 33 |
| nand4 | 24 |
| nor2 | 42 |
| nor2b | 7 |
| nor3 | 24 |
| nor4 | 23 |
| o21ai | 16 |
-- final cells by class --
type	instances	area (µm²)	share of cell area [%]
inverters	22	82.6	1.37
well taps	225	282	4.68
clock buffers	9	225	3.74
repair buffers	28	258	4.28
multi-input cells	473	3130	52.0
clock inverters	6	60.1	0.998
flip-flops and latches	99	1980	32.9
Power and IR drop assume default switching activity.
